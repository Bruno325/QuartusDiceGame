## design.v

```verilog
module RollNum(input wire btn, output reg [2:0] num, input [31:0] count, input canRoll);
	always @(posedge btn) begin
		if (canRoll == 1) begin
			num = count % 6 + 1;
		end
	end
endmodule
```

## constraint.sdc

```tcl
current_design RollNum

set clk_period 20.5
set clk_io_pct 0.2

create_clock -name clk0 -period $clk_period [get_ports {btn}]

set non_clock_inputs [all_inputs -no_clocks]
set_input_delay [expr $clk_period * $clk_io_pct] -clock clk0 $non_clock_inputs
set_output_delay [expr $clk_period * $clk_io_pct] -clock clk0 [all_outputs]
```

## run.sh

```bash
#!/bin/bash
# OpenROAD 26Q1-2900-gdf79404cd8, Yosys 0.63+post, stock flow scripts
make -C /OpenROAD-flow-scripts/flow DESIGN_CONFIG=/design/flow/config.mk WORK_HOME=/design/flow/orfs finish
```

## config.mk

```make
export PLATFORM = sky130hd
export DESIGN_NAME = RollNum
export DESIGN_NICKNAME = RollNum
export VERILOG_FILES = /design/flow/design.v
export SDC_FILE = /design/flow/constraint.sdc
export NUM_CORES = 4
export LEC_CHECK = 1
export CORE_AREA = 10 10 94 94
export DIE_AREA = 0 0 104 104
```

==> impl_metrics.env <==
# yosys + openroad results
export IMPL_run_status="complete, no violations"
export IMPL_detailroute_via_count=2621
export IMPL_crit_path_start_kind="input pin"
export IMPL_tritoncts="built"
export IMPL_post_route_cells_drive_above_1_share=0.0734
export IMPL_achievable_frequency_ghz=0.0875
export IMPL_postRouteAntennaNets=0
export IMPL_setup_worst_path_class="input pin to register"
export IMPL_tns_ns=0
export IMPL_required_ns=20.46
export IMPL_grt_overflow_total=0
export IMPL_cts_htree_levels=1
export IMPL_synth_register_bits=3
export IMPL_post_route_drc_count=0
export IMPL_final_setup_worst_slack_ns=9.07
export IMPL_number_of_rows_in_the_core_area=30
export IMPL_end_kind="register"
export IMPL_largest_register_ff_count=3
export IMPL_gr_usage_all_layers=0.107
export IMPL_ff_type="sky130_fd_sc_hd__edfxtp_1"
export IMPL_dpl_hpwl_um=4780
export IMPL_post_drt_via_cell_ratio=5.65
export IMPL_min_delay_start="count[0]"
export IMPL_setup_viol_count_final=0
export IMPL_avgSynthCellArea_um2=6.78
export IMPL_slew_viol_final=0
export IMPL_numCtsBuffers=3
export IMPL_cts_hold_buffers=0
export IMPL_flow_area_growth_from_synthesis_pct=17.2
export IMPL_warning_count=25
export IMPL_route_antenna_diode_count=0
export IMPL_global_route_wire_length_before_repair_um=10700
export IMPL_clkSinkCount=3
export IMPL_syn_cell_area_um2=2370
export IMPL_grt_start_max_net_pins=16
export IMPL_ir_worst_vdd_mv=0.0650
export IMPL_synth_cell_types=85
export IMPL_dpl_worst_slack_ns=8.90
export IMPL_clock_root_buffer="sky130_fd_sc_hd__clkbuf_8"
export IMPL_wire_per_inst_um=12.7
export IMPL_cts_resized=0
export IMPL_grt_setup_unrepaired="no"
export IMPL_leakagePower_nw=0.985
export IMPL_launching_instance_or_port_of_the_critical_path="count[28]"
export IMPL_first_pass_iters=4
export IMPL_clk_transition_reported_paths_ns=0.03
export IMPL_cp_arrival_ns=11.39
export IMPL_power_density_nw_per_um2=40.3
export IMPL_ys_area_um2=2370
export IMPL_period_minus_slack_ns=11.43
export IMPL_wl_um=5890
export IMPL_drt_initial_drc_count=207
export IMPL_postCtsSetupRepairBufs=0
export IMPL_die_size_x_um=104
export IMPL_first_global_vias=2418
export IMPL_synth_cells=349
export IMPL_asyncSetResetFlopFracSynth=0
export IMPL_hold_violations=0
export IMPL_worst_pin_slew_ns=0.581
export IMPL_cts_max_path_buffers=2
export IMPL_edf_count=3
export IMPL_dieArea_um2=10800
export IMPL_drv_max_cap_violation_count=0
export IMPL_ioPinCount=37
export IMPL_routabilityCongestion=0.930
export IMPL_min_period_over_period=0.558
export IMPL_critical_path_max_fanout=12
export IMPL_dieHeight_um=104
export IMPL_floorplan_initialDensity=0.346
export IMPL_design_core_area_um2=6830
export IMPL_relSlewSlack=0.612
export IMPL_yosysWarningCount=1
export IMPL_port_buf_inserts=36
export IMPL_finalPower_mw=0.112
export IMPL_synth_stat_cells=349
export IMPL_antenna_found_initial=0
export IMPL_timing_hold_worst_class="input pin to register"
export IMPL_ys_seq_share=0.0381
[worst max-delay path: stages]
cell,delay [ns]
sky130_fd_sc_hd__clkdlybuf4s50_1,0.60
sky130_fd_sc_hd__or4b_1,0.61
sky130_fd_sc_hd__mux2i_1,0.23
sky130_fd_sc_hd__o22a_2,0.22
sky130_fd_sc_hd__or3_1,0.18
sky130_fd_sc_hd__nor3_1,0.08
sky130_fd_sc_hd__o31ai_2,0.42
sky130_fd_sc_hd__and2_1,0.44
sky130_fd_sc_hd__mux2_4,0.33
sky130_fd_sc_hd__a221o_1,0.34
sky130_fd_sc_hd__or2_0,0.31
sky130_fd_sc_hd__a32oi_1,0.23
sky130_fd_sc_hd__o211a_1,0.40
sky130_fd_sc_hd__nor2b_2,0.08
sky130_fd_sc_hd__o21a_1,0.18
sky130_fd_sc_hd__a211oi_2,0.28
sky130_fd_sc_hd__and2_1,0.30
sky130_fd_sc_hd__o21ai_1,0.13
sky130_fd_sc_hd__o31ai_1,0.38
sky130_fd_sc_hd__a21oi_1,0.15
sky130_fd_sc_hd__a221o_1,0.32
sky130_fd_sc_hd__o32ai_2,0.38
sky130_fd_sc_hd__nand2_1,0.11
sky130_fd_sc_hd__o21ba_1,0.19
sky130_fd_sc_hd__mux2i_1,0.13
sky130_fd_sc_hd__ha_1,0.18
sky130_fd_sc_hd__xnor2_1,0.07
[synthesized netlist by cell type, types with 4 or more instances]
cell	n	area (µm²)
sky130_fd_sc_hd__a211oi_1	7	52.6
sky130_fd_sc_hd__a21boi_0	4	30.0
sky130_fd_sc_hd__a21oi_1	14	70.1
sky130_fd_sc_hd__a311o_1	4	40.0
sky130_fd_sc_hd__a31oi_1	4	25.0
sky130_fd_sc_hd__and2_1	8	50.1
sky130_fd_sc_hd__and3_1	7	43.8
sky130_fd_sc_hd__buf_2	5	25.0
sky130_fd_sc_hd__buf_6	4	45.0
sky130_fd_sc_hd__clkbuf_1	11	41.3
sky130_fd_sc_hd__inv_1	14	52.6
sky130_fd_sc_hd__mux2i_1	5	50.1
sky130_fd_sc_hd__nand2_1	34	128
sky130_fd_sc_hd__nand2b_1	9	56.3
sky130_fd_sc_hd__nand3_1	18	90.1
sky130_fd_sc_hd__nand3b_1	7	52.6
sky130_fd_sc_hd__nand4_1	6	37.5
sky130_fd_sc_hd__nor2_1	32	120
sky130_fd_sc_hd__nor2b_1	10	62.6
sky130_fd_sc_hd__nor3_1	11	55.1
sky130_fd_sc_hd__nor3b_1	5	37.5
sky130_fd_sc_hd__o211ai_1	9	67.6
sky130_fd_sc_hd__o21a_1	6	45.0
sky130_fd_sc_hd__o21ai_0	11	55.1
sky130_fd_sc_hd__o22ai_1	4	25.0
sky130_fd_sc_hd__o31ai_1	7	52.6
sky130_fd_sc_hd__or3_1	4	25.0
sky130_fd_sc_hd__xor2_1	5	43.8
[power by group]
group / switching [mW] / internal (mW)
combinational: 0.0497 / 0.0367
clock: 0.00346 / 0.0132
sequential: 0.000278 / 0.00841
total: 0.0535 / 0.0584
[path summary, 6_finish.rpt]
kind | to | cells after the start
max | num[2]$_DFFE_PP_ | 27
min | num[0]$_DFFE_PP_ | 2
[cells by family after synthesis]
group | share of synthesized area
fa+ha+maj | 0.00529
mux | 0.0323
compound gates | 0.413
simple gates | 0.406
xor+xnor | 0.0296
buf+inv | 0.0756
flops | 0.0381
[per-stage QoR]
| step | instances | cell area, µm² | hold WS, ns | utilization |
|---|---|---|---|---|
| after floorplan | 349 | 2370 | 4.21 | - |
| final | 464 | 2770 | 4.49 | 0.406 |
| after global routing | 464 | 2770 | 4.51 | 0.406 |
| after global placement | 460 | 2730 | 4.69 | 0.399 |
| after detailed placement | 460 | 2730 | 4.70 | 0.399 |
| after CTS | 464 | 2770 | 4.49 | 0.406 |
[routing by layer]
layer	global-route usage	part of all wire	vias up
met5	0	0	-
met4	0.00696	0.0071	0
met3	0.0125	0.035	4
met2	0.176	0.45	57
met1	0.151	0.50	1171
li1	-	-	1389
[cells in the final DEF (no fill, tap or decap), types with 4 or more instances in the layout]
master                            instances
sky130_fd_sc_hd__clkdlybuf4s50_1         36
sky130_fd_sc_hd__nand2_1                 34
sky130_fd_sc_hd__nor2_1                  32
sky130_fd_sc_hd__nand3_1                 18
sky130_fd_sc_hd__inv_1                   14
sky130_fd_sc_hd__a21oi_1                 14
sky130_fd_sc_hd__o21ai_0                 11
sky130_fd_sc_hd__nor3_1                  11
sky130_fd_sc_hd__nor2b_1                 10
sky130_fd_sc_hd__o211ai_1                 9
sky130_fd_sc_hd__nand2b_1                 9
sky130_fd_sc_hd__and2_1                   8
sky130_fd_sc_hd__nand3b_1                 7
sky130_fd_sc_hd__and3_1                   7
sky130_fd_sc_hd__a211oi_1                 7
sky130_fd_sc_hd__o31ai_1                  7
sky130_fd_sc_hd__o21a_1                   6
sky130_fd_sc_hd__nand4_1                  6
sky130_fd_sc_hd__xor2_1                   5
sky130_fd_sc_hd__nor3b_1                  5
sky130_fd_sc_hd__mux2i_1                  5
sky130_fd_sc_hd__a31oi_1                  4
sky130_fd_sc_hd__or3_1                    4
sky130_fd_sc_hd__o22ai_1                  4
sky130_fd_sc_hd__a311o_1                  4
sky130_fd_sc_hd__a21boi_0                 4
[final cells by class]
type / instances / area (µm²)
well taps: 96 / 120
fillers: 714 / 4060
clock buffers: 4 / 45.0
multi-input cells: 309 / 2100
flip-flops and latches: 3 / 90.1
repair buffers: 36 / 360
inverters: 16 / 60.1
