--- design.v ---
module ClockDivider(cin,cout, count);
	 input cin;
	 output reg cout;
	 output reg[31:0] count; 
	 parameter D = 32'd12500000;
	 always @(posedge cin)
	 begin
		 count <= count + 32'd1;
		 if (count >= (D-1)) begin
			 cout <= ~cout;
			 count <= 32'd0;
		 end
	end
endmodule
--- run.sh ---
#!/bin/bash
# OpenROAD 26Q1-2900-gdf79404cd8, Yosys 0.63+post, stock flow scripts
make -C /OpenROAD-flow-scripts/flow DESIGN_CONFIG=/design/flow/config.mk WORK_HOME=/design/flow/orfs finish
--- config.mk ---
export PLATFORM = sky130hd
export DESIGN_NAME = ClockDivider
export DESIGN_NICKNAME = ClockDivider
export VERILOG_FILES = /design/flow/design.v
export SDC_FILE = /design/flow/constraint.sdc
export NUM_CORES = 4
export LEC_CHECK = 1
export CORE_UTILIZATION = 30
--- constraint.sdc ---
current_design ClockDivider

set clk_period 5.7
set clk_io_pct 0.2

create_clock -name clk0 -period $clk_period [get_ports {cin}]

set non_clock_inputs [all_inputs -no_clocks]
set_input_delay [expr $clk_period * $clk_io_pct] -clock clk0 $non_clock_inputs
set_output_delay [expr $clk_period * $clk_io_pct] -clock clk0 [all_outputs]
==> Slide: Implementation Results <==
Implementation Results

Run
  – Max-Cap Viols: 0
  – Tool warnings: 25

Finish
  – Area growth syn-to-layout: 35.07%
  – Top cell excl fill/tap: clkdlybuf4s50_1
  – Core Util, Final: 42.69%
  – Layout cells sized above 1: 6.486%
  – Most frequent cells in the layout: clkdlybuf4s50_1 (33), dfxtp_1 (32), a21oi_1 (17)

Power
  – Sw Pwr: 0.08564 mW
  – Combinational power share: 1.8%
  – Flop pwr share: 54.4%
  – Clock network power share: 43.7%
  – PwrDens: 232.0 nW/µm²
  – Fraction of power spent switching nets: 19.59%
  – P_int: 0.3514 mW
  – Worst vdd ir: 0.1818 mV
  – Lkg Pwr: 0.5904 nW

Clocking
  – TritonCTS Buffers: 5
  – Late-Pin Clk Latency: 0.28 ns
  – H-tree depth: 2
  – Post_cts resized: 0
  – Root Driver: clkbuf_8
  – Hold_buf cts: 0
  – Worst-case clock buffer depth: 2
  – CTS sink count: 33
  – Clk slew on worst S/H paths: 0.07 ns
  – Setup Fix Bufs, Post-CTS: 0
  – CTS tree: done

Hold path
  – Hold WC Path Type: flop to flop
  – HP Start: count[0]
  – Hold Path Depth: 1
  – Endpoint of the worst hold path: count[0]

Critical path
  – R2R Path Start: count[0]
  – Critical path start-end classification: flop to output port
  – Crit path max fanout: 7
  – Critical Path RT: 4.56 ns
  – WP buf/inv: 1
  – Arrival @ worst endpoint: 1.28 ns
  – Max stage delay on crit path: 0.52 ns
  – FF-to-FF End: count[20]
  – CP delay by family, top: buffers and inverters
  – Cell-by-cell trace of the critical path: clkdlybuf4s50_1
  – CP endpoint kind: output port
  – R2R setup slack: 3.56 ns
  – Crit start category: flop
  – CP max-delay cell: clkdlybuf4s50_1
  – Reg2Reg Depth: 5

Place
  – Dpl hpwl: 2064 µm
  – Routability-driven placement congestion ratio: 0.7994
  – IO buf count: 33

Logic synthesis
  – Tally of yosys warning messages: 1
  – Yosys chip area: 1395 µm²
  – Yosys stat cell total: 145
  – Avg Inst Size Synth: 9.621 µm²
  – Seq share, synth: 48.07%
  – Largest cells by area: dfxtp_1 (46%), xnor2_1 (6.9%), a21oi_1 (6.1%)
  – Gate Count Post-Synth: 145
  – Cell Type Count: 31
  – Number of enable flip-flop cells: 1
  – Synthesized area: 1395 µm²
  – Dominant cell area share: 45.92%
  – Post-synth top flop: dfxtp_1
  – Ys async rst share: 0%
  – Ys flops: 33
  – Yosys top cell by area: dfxtp_1

Global route
  – Initial antenna violation count: 0
  – First-pass GRT wire length: 5264 µm
  – Vias in the first global route: 1170
  – Largest net degree at the start of global routing: 26
  – Total gr overflow: 0
  – Total track usage: 13.26%

Drt
  – Vias per inst: 5.063
  – Antenna cells: 0
  – Post-route DRC: 0
  – Drt initial violations: 60
  – DR pass1 iterations: 4
  – Post-DRT Antenna Nets: 0
  – WL final: 3070 µm
  – Vias: 1200
  – Avg WL per Cell: 12.95 µm

Timing
  – # setup viols final: 0
  – Period utilisation layout: 42.49%
  – Max Slew Vio Count: 0
  – Endpoints failing hold: 0
  – Worst relative slew slack: 46.37%
  – Unrepaired setup endpoints after global routing: no
  – TNS Setup: 0 ns
  – Clock Skew: 0.004438 ns
  – Worst slew pin tran: 0.8044 ns
  – FMAX: 0.4129 GHz
  – Post-layout minimum cycle time: 2.422 ns

Floorplanning
  – Die ar.: 4927 µm²
  – Die height: 70.20 µm
  – Die W: 70.20 µm
  – Standard-cell rows: 24
  – Core Area: 4414 µm²
  – Fp util: 31.60%
  – IO Pins: 34

Run status
  – Status: completed
## cell families after synthesis
group | Yosys count | synth area share (%)
XOR/XNOR | 15 | 9.417
buffers and inverters | 12 | 3.497
adder cells (fa/ha/maj) | 1 | 0.8967
other | 1 | 0.2688
AND/OR/NAND/NOR | 48 | 22.15
flip-flops | 33 | 48.07
AND-OR/OR-AND | 35 | 15.70
## final cells by class
cell class | count | area, µm²
Inverter | 4 | 15.01
Fill cell | 417 | 2530
Clock buffer | 7 | 96.34
Tap cell | 52 | 65.06
Timing Repair Buffer | 33 | 330.3
Clock inverter | 1 | 5.005
Sequential cell | 33 | 670.6
Multi-Input combinational cell | 107 | 701.9
## layer usage
layer,part of all wire [%],GRT usage [%],vias to the layer above
li1,-,-,609
met1,50,21.29,555
met2,43,18.38,31
met3,5.8,3.796,5
met4,1.4,2.222,0
met5,0,0,-
## synth_stat cells (4+ instances only)
cell	number
dfxtp_1	32
a21oi_1	17
xnor2_1	11
nand3_1	8
a22oi_1	7
nand2_1	7
nor4_1	6
clkbuf_1	5
o31ai_1	5
or4_1	5
inv_1	4
nand4_1	4
or3_1	4
xor2_1	4
## worst max path at each step
| stage | startpoint | end | slack (ns) | cells past startpoint |
|---|---|---|---|---|
| CTS | count[4] | count[4] | 3.26 | 1 |
| global route | count[4] | count[4] | 3.21 | 1 |
| finish | count[4] | count[4] | 3.28 | 1 |
## power by group through the flow
stage	combinational [mW]	clock, mW	sequential (mW)
CTS	0.00832	0.195	0.238
global route	0.00909	0.211	0.238
finish	0.00805	0.191	0.238
## stage by stage
stage | power [mW] | hold WS (ns) | instance area (µm²) | setup WS (ns) | instances
2_1_floorplan | 0.2431 | 0.4599 | 1421 | 3.791 | 152
3_3_place_gp | 0.2511 | 0.4958 | 1783 | 3.591 | 229
3_5_place_dp | 0.2514 | 0.5123 | 1783 | 3.586 | 229
4_1_cts | 0.4417 | 0.5298 | 1884 | 3.264 | 237
5_1_grt | 0.4586 | 0.5689 | 1884 | 3.210 | 237
6_report | 0.4371 | 0.5284 | 1884 | 3.278 | 237
## flip-flops by register name, indices dropped and copies added (netlist names)
register / cells
count: 32
cout: 1
Power is estimated from default activity; no workload was simulated.
