==> design/flow/config.mk <==
export PLATFORM = sky130hd
export DESIGN_NAME = ClockDividerFast
export DESIGN_NICKNAME = ClockDividerFast
export VERILOG_FILES = /design/flow/design.v
export SDC_FILE = /design/flow/constraint.sdc
export NUM_CORES = 4
export LEC_CHECK = 1
export CORE_AREA = 10 10 92 92
export DIE_AREA = 0 0 102 102
==> design/flow/constraint.sdc <==
current_design ClockDividerFast

set clk_period 4.2
set clk_io_pct 0.2

create_clock -name clk0 -period $clk_period [get_ports {cin}]

set non_clock_inputs [all_inputs -no_clocks]
set_input_delay [expr $clk_period * $clk_io_pct] -clock clk0 $non_clock_inputs
set_output_delay [expr $clk_period * $clk_io_pct] -clock clk0 [all_outputs]
==> design/flow/design.v <==
module ClockDividerFast(cin,cout);
	input cin;
	output reg cout;
	reg[31:0] count; 
	parameter D = 32'd2500000;
	always @(posedge cin)
	begin
		count <= count + 32'd1;
			if (count >= (D-1)) begin
			cout <= ~cout;
			count <= 32'd0;
		end
	end
endmodule
==> design/flow/run.sh <==
#!/bin/bash
# OpenROAD 26Q1-2900-gdf79404cd8, Yosys 0.63+post, stock flow scripts
make -C /OpenROAD-flow-scripts/flow DESIGN_CONFIG=/design/flow/config.mk WORK_HOME=/design/flow/orfs finish
==> summary.rpt <==
PHYSICAL IMPLEMENTATION REPORT
----------------------------------------------------
[Routing]
  Vias after detailed routing ........................ a little over 1,000
  Routed via count divided by cell count ........................ approximately 4.4
  Number of diodes ........................ 0
  DR iter-0 viols ........................ about 48
  Post-route DRC ........................ 0
  ANT nets after route ........................ 0
  Routed WL ........................ about 2500 µm
  Wire length per cell ........................ roughly 11 µm
  DRT Pass-1 Iters ........................ 4

[GRT]
  Number of global-route vias before repair ........................ 950
  Overall routing resource usage ........................ 0.05185
  Largest net degree at the start of global routing ........................ 24
  Initial antenna violation count ........................ 0
  Wire length of the first global-routing pass ........................ 4498 µm
  Total overflow reported by the global router ........................ 0

[Floorplan]
  Io pins ........................ 2
  Die ar. ........................ 10,400 µm²
  Initial cell density of the core ........................ 0.2154
  Placeable Area ........................ roughly 6500 µm²
  Y dimension of the die ........................ 102 µm
  Row count ........................ 29
  Die width ........................ 102 µm

[Clock tree]
  Hold buffer count at cts ........................ 0
  CTS root buf ........................ clkbuf_8
  Clock Path Buffers ........................ 2
  Insertion Delay late pin ........................ around 280 ps
  Worst-path clk slew ........................ ~70 ps
  Setup fix buffers added after clock tree synthesis ........................ 0
  TritonCTS clock tree ........................ yes
  Post-cts repair resize count ........................ 0
  Clock net sink count ........................ 33
  Level count of the clock H-tree ........................ 2
  Number of buffers inserted during clock tree synthesis ........................ 5

[Critical path]
  Dominant delay contributor by cell family on the critical path ........................ simple AND/OR/NAND/NOR gates
  Data arrival time of the worst path ........................ 2190 ps
  Highest-delay cell along the critical path ........................ or4_1
  Capturing element type of the critical path ........................ register
  Setup CP Type ........................ register to register
  CP cell instances ........................ nand4_4 > or3_1 > or4_1 > a211oi_2
  Sum of buffers and inverters on the critical path ........................ 0
  Biggest cell delay along the critical path ........................ ~530 ps
  Peak fanout along the critical path ........................ 7
  Reg2Reg Setup Slack ........................ ~2200 ps
  Critical Path Source Type ........................ register
  Required arrival time at the worst endpoint ........................ about 4400 ps

[Synth]
  Area fraction of the dominant cell type after synthesis ........................ 0.4604
  Number of cell instances after yosys synthesis ........................ 140
  Post-Synthesis Mean Instance Area ........................ a little under 10 µm²
  Post-Syn Area ........................ around 1400 µm²
  Instance tally after logic synthesis ........................ around 140
  Unique masters post-synth ........................ 39
  EDFF count, synth ........................ 1
  Yosys Chip Area ........................ about 1400 µm²
  Main area contributors ........................ dfxtp_1 46%, nor3_1 6.5%, xnor2_1 5.0%, xor2_1 3.8%, a211oi_1 3.2%
  Synth area leader ........................ dfxtp_1
  Flops out of synthesis ........................ 33
  Synth Seq Share ........................ 0.4820
  Async S/R FF share, synth ........................ 0
  Warnings from Yosys ........................ 1
  Dominant Register Cell ........................ dfxtp_1

[Flow run]
  Number of max-cap violations ........................ 0
  Tool warnings ........................ 25

[Pwr]
  Net switching fraction of the power ........................ 0.1974
  Sequential cell fraction of total power ........................ 0.550
  Maximum vdd ir drop ........................ between 0.15 and 0.2 mV
  Leakage component of the power ........................ about 0.48 nW
  Combinational fraction of design power ........................ 0.004
  Total internal power ........................ 468.5 µW
  Pwr dens ........................ between 300 and 400 nW/µm²
  Clk network pwr share ........................ 0.446
  Psw ........................ 115.2 µW

[Final timing]
  Final period utilization ........................ 0.4740
  Fin Clk Skew ........................ slightly below 4 ps
  Final tally of max-slew violations ........................ 0
  Final number of setup-violating endpoints ........................ 0
  Fmax achieved ........................ about 500 MHz
  Fin. Hold Viols ........................ 0
  Final min period ........................ between 1500 and 2000 ps
  Setup TNS ........................ 0 ps
  RSZ-0062 raised after global routing ........................ false

[Status]
  Outcome ........................ finished clean

[Placement]
  Buffers on Ports ........................ 1
  Placer's final routability congestion estimate ........................ 0.7725
  Detailed Place HPWL ........................ 1678 µm

[Cells and area]
  Area of the multi-input gates ........................ between 700 and 800 µm²
  Number of fill cells ........................ slightly below 700
  End-of-flow core utilization ........................ 0.2489
  Layout-stage area growth over the synthesis result ........................ 15.56%
  Flop area ........................ between 600 and 700 µm²
  Fraction of final layout cells sized beyond drive strength 1 ........................ 0.1169

[Worst hold path]
  Worst min path class ........................ register to register

----------------------------------------------------
==> layer usage <==
metal  global-route usage  wire length [µm]  up-vias  part of all wire
met1              0.07246              1318      472              0.52
met2              0.07802              1108        8              0.44
met3              0.01772                87        4             0.034
met5                    0                 0        -                 0
met4             0.007592                33        0             0.013
li1                     -                 -      537                 -
==> through the flow <==
| step | instances | total power [mW] | hold WS [ps] | cell area (µm²) | setup WS, ps |
|---|---|---|---|---|---|
| 4_1_cts | 231 | 0.5901 | 490.9 | 1608 | 2194 |
| 3_5_place_dp | 223 | 0.3307 | 475.8 | 1506 | 2267 |
| 3_3_place_gp | 223 | 0.3304 | 467.5 | 1506 | 2260 |
| 5_1_grt | 231 | 0.6062 | 507.4 | 1608 | 2128 |
| 6_report | 231 | 0.5838 | 488.2 | 1608 | 2209 |
| 2_1_floorplan | 149 | 0.3292 | 457.3 | 1425 | 2382 |
==> synthesized netlist by cell type, types with 2 or more instances <==
cell type	n
or3_1	5
nand3_1	7
nand4_1	6
nor2_1	2
clkbuf_1	3
nor3_1	18
xnor2_1	8
dfxtp_1	32
o21ai_0	4
a211oi_1	6
inv_1	2
or2_2	3
nand2_1	8
xor2_1	6
nor4_1	6
==> placed cells by master (no fill, tap or decap), types with 3 or more instances in the layout <==
cell and instances:
nand4_1 6, o21ai_0 4, nand3_1 7, clkbuf_8 7
xor2_1 6, nand2_1 8, nor4_1 6, nor3_1 18
or3_1 5, xnor2_1 8, a211oi_1 6, dfxtp_1 32
or2_2 3, conb_1 10
==> power by group through the flow <==
stage         logic (mW)  clock network, mW  registers (mW)
CTS              0.00238              0.267           0.321
global route     0.00308              0.282           0.321
finish           0.00225              0.260           0.321
==> sequential cells by signal (all words and copies together) (netlist names) <==
register	count
count	32
cout	1
==> area by class of cell <==
class | instances | area share
Clock buffer | 7 | 0.05992
Clock inverter | 1 | 0.003113
Inverter | 2 | 0.004669
Multi-Input combinational cell | 108 | 0.4397
Sequential cell | 33 | 0.4171
Tap cell | 77 | 0.05992
Timing Repair Buffer | 3 | 0.01556
==> kinds of logic (layout without fill, tap and decap cells) <==
logic type | Yosys count | count (layout) | synth area share
compound gates | 17 | 17 | 0.09083
xor+xnor | 14 | 14 | 0.08813
fa+ha+maj | 1 | 1 | 0.008991
buf+inv | 8 | 13 | 0.03417
flops | 33 | 33 | 0.4820
other cells | 1 | 10 | 0.002695
simple gates | 66 | 66 | 0.2932
==> worst paths after layout <==
check | start | endpoint | depth (start not counted)
max | count[5] | count[19] | 4
min | count[0] | count[0] | 1
max reg2reg | count[5] | count[19] | 4
min reg2reg | count[0] | count[0] | 1
Power and IR drop assume default switching activity.
